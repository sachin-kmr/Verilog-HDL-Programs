`flow/config.mk`:
```
export PLATFORM = sky130hd
export DESIGN_NAME = BCD_Adder
export DESIGN_NICKNAME = BCD_Adder
export VERILOG_FILES = /design/flow/design.v
export SDC_FILE = /design/flow/constraint.sdc
export NUM_CORES = 4
export LEC_CHECK = 1
export CORE_AREA = 10 10 70 70
export DIE_AREA = 0 0 80 80
```
`flow/constraint.sdc`:
```
current_design BCD_Adder

set clk_period 2.7
set clk_io_pct 0.2

create_clock -name clk0 -period $clk_period

set non_clock_inputs [all_inputs -no_clocks]
set_input_delay [expr $clk_period * $clk_io_pct] -clock clk0 $non_clock_inputs
set_output_delay [expr $clk_period * $clk_io_pct] -clock clk0 [all_outputs]
```
`flow/design.v`:
```
module BCD_Adder(input1, input2, out);
	input [3:0] input1, input2;
	output [7:0] out;
	reg [7:0] out;
	always@(*)
	begin
		out = input1 + input2;
		if(out > 9)
			out = out + 6;
	end
endmodule
```
`flow/run.sh`:
```
#!/bin/bash
# OpenROAD 26Q1-2900-gdf79404cd8, Yosys 0.63+post, stock flow scripts
make -C /OpenROAD-flow-scripts/flow DESIGN_CONFIG=/design/flow/config.mk WORK_HOME=/design/flow/orfs finish
```
==> out/qor.csv <==
metric;value;unit
I/O pin cnt;16;
Maximum Capacitance Violations;0;
RD Place Congestion;0.7762;
Synth Area per Inst;7.820;µm²
DRT Pass-1 Iters;2;
Worst Setup End Kind;output pin;
final WL;1.072;mm
crit-path max FO;2;
Mapped Area;312.8;µm²
drt wl/cell;9.404;µm
Flop pwr share;0;
via count;390;
Synth warnings;1;
post-route ant nets;0;
vias in the first global route;394;
CP Launch Type;input port;
DIE WIDTH;80;µm
first-pass GRT wire length;1.759;mm
total congestion overflow;0;
status;finished, violations left;
Crit path buffers/inverters;5;
PD cells;274.4;nW/µm²
Antenna diodes;0;
Rows;21;
Post-CTS Hold Buffers;0;
initial antenna violation count;0;
drt via density;3.421;
Die Area;6400;µm²
Cell Type Count;27;
arrival time at the worst endpoint;2.60;ns
max frequency;318.2;MHz
flip-flops;0;
final HPWL from detailed placement;882.9;µm
Pwr Total;0.1826;mW
Final TNS setup;-1.180;ns
crit path time final;3.143;ns
RSZ-0062 raised after global routing;true;
GRT Overall Usage;0.03193;
Crit Path Class;in2out;
most used cell, CP;inv_2;
Psw;0.07317;mW
hold crit path type;in2out;
PnR worst setup slack;-0.4429;ns
P_int;0.1095;mW
clock buffers;0;
Switching Share;0.4006;
layout cells sized above 1;0.6029;
Die Y-Extent;80;µm
Fin. Hold Viols;0;
pins over their slew limit;0;
Clk pwr share;0;
leak pwr;0.2819;nW
CP cell instances;buf_8 > ha_4 > inv_2 > fa_2 > xor2_2 > ha_2 > buf_6 > inv_2 > and4_1 > or4_4 > a22oi_2 > buf_2;
register area;0;µm²
Log Warnings;35;
fill count;384;
synthesized instance count;40;
core area;3416;µm²
Largest delay share family, worst path;adder cells;
WHS;1.656;ns
Final Cycle Share;1.164;
Seq/Total Area, Yosys;0;
synthesis area per yosys;312.8;µm²
Final Setup Violations;4;
Largest stage delay, worst path;0.42;ns
Iter 0 DRT Violations;12;
VDD IR-drop max;57.85;µV
# Cells Yosys;40;
pin count of the biggest net entering global routing;6;
DRC violations left;0;
combinational power share;1.000;
failing checks;negative setup slack;
crit path max-delay cell type;or4_4;
Area Overhead vs Synth;112.8;%
crit path DRT;2.16;ns
Pre-Place Util;0.09158;
IO buf count;14;
final cells by class:
cell class                      count  area (µm²)  share of cell area
Inverter                            5       18.77             0.02820
Timing Repair Buffer               29       230.2              0.3459
Tap cell                           46       57.56             0.08647
Multi-Input combinational cell     34       359.1              0.5395
power groups by stage:
stage     registers (mW)  logic [mW]  clock network (mW)
6_report               0       0.183                   0
5_1_grt                0       0.204                   0
4_1_cts                0       0.178                   0
cell usage in the layout (no fill, tap or decap), types with 2 or more instances in the layout:
cell and n:
o21ai_0 2, dlygate4sd2_1 2, ha_1 2, inv_2 3
nand2_1 2, clkdlybuf4s50_1 3, buf_2 5, a211oi_1 2
ha_4 2, buf_6 2, inv_1 2, nand3_1 2
buf_4 14, conb_1 2
cells by family after synthesis:
kind of cell             after synthesis  synth area share
AND-OR/OR-AND                         12            0.3040
XOR/XNOR                               1           0.02801
adder cells (fa/ha/maj)                6            0.2640
buffers and inverters                  7            0.1080
multiplexers                           1           0.03200
other                                  1           0.01199
AND/OR/NAND/NOR                       12            0.2520
synthesized netlist by cell type:
| cell type | n | share of area |
|---|---|---|
| a32oi_1 | 1 | 0.028 |
| or3_2 | 1 | 0.024 |
| a22oi_1 | 1 | 0.024 |
| nor4_1 | 1 | 0.020 |
| fa_1 | 1 | 0.064 |
| nor2b_4 | 1 | 0.044 |
| conb_1 | 1 | 0.012 |
| a21boi_0 | 1 | 0.024 |
| nand2_1 | 2 | 0.024 |
| and3b_1 | 1 | 0.028 |
| xor2_1 | 1 | 0.028 |
| a211oi_1 | 2 | 0.048 |
| and4_1 | 1 | 0.028 |
| o31ai_1 | 1 | 0.024 |
| o21ai_0 | 2 | 0.032 |
| o31a_2 | 1 | 0.032 |
| ha_1 | 5 | 0.20 |
| inv_1 | 5 | 0.060 |
| or4_1 | 1 | 0.024 |
| nor3_1 | 1 | 0.016 |
| nand3_1 | 2 | 0.032 |
| mux2i_1 | 1 | 0.032 |
| buf_4 | 2 | 0.048 |
| nor2_1 | 1 | 0.012 |
| o221ai_1 | 1 | 0.028 |
| a21oi_1 | 1 | 0.016 |
| o21a_4 | 1 | 0.048 |
per-stage QoR:
| step | utilization | area (µm²) | instances | setup WS (ns) |
|---|---|---|---|---|
| floorplan | - | 341.6 | 41 | -0.1439 |
| global placement | 0.1842 | 629.4 | 113 | -1.145 |
| detailed placement | 0.1842 | 629.4 | 113 | -1.171 |
| CTS | 0.1912 | 653.1 | 114 | -0.4607 |
| global route | 0.1949 | 665.6 | 114 | -0.5614 |
| finish | 0.1949 | 665.6 | 114 | -0.4429 |
path summary, 6_finish.rpt:
| check | from | cells past startpoint | end | slack (ns) |
|---|---|---|---|---|
| worst max-delay path | input1[0] | 12 | out[1] | -0.44 |
| worst min-delay path | input2[0] | 7 | out[1] | 1.66 |
routing by layer:
metal,wire length [µm],global-route usage,vias up
met4,0,0,0
met1,479,0.04045,178
met5,0,0,-
li1,-,-,206
met3,55,0.004545,0
met2,536,0.05859,6
repair_timing:
action / CTS / global route
buffers inserted: 1 / 1
pin swaps: 8 / 8
setup endpoints to repair: 5 / 5
gates resized: 41 / 5
Power is estimated from default activity; no workload was simulated.
