==> flow/design.v <==
module ALSU(select, input1, input2, out);
	input [4:0] select;
	input [3:0] input1, input2;
	output [7:0] out;
	reg [7:0] out;
	always @(*)
	begin
	case(select)
		5'b00000: out = input1;
		5'b00001: out = input1 + 1;
		5'b00010: out = input1 + input2;
		5'b00011: out = input1 + input2 + 1;
		5'b00100: out = input1 - input2 - 1;
		5'b00101: out = input1 - input2;
		5'b00110: out = input1 - 1;
		5'b00111: out = input1;
		5'b0101x: out = input1 & input2;
		5'b0100x: out = input1 | input2;
		5'b0110x: out = input1 ^ input2;
		5'b0111x: out = ~input1;
		5'b10xxx: out = input1 << 1;
		5'b11xxx: out = input1 >> 1;
	endcase
	end
endmodule
==> flow/run.sh <==
#!/bin/bash
# OpenROAD 26Q1-2900-gdf79404cd8, Yosys 0.63+post, stock flow scripts
make -C /OpenROAD-flow-scripts/flow DESIGN_CONFIG=/design/flow/config.mk WORK_HOME=/design/flow/orfs finish
==> flow/config.mk <==
export PLATFORM = sky130hd
export DESIGN_NAME = ALSU
export DESIGN_NICKNAME = ALSU
export VERILOG_FILES = /design/flow/design.v
export SDC_FILE = /design/flow/constraint.sdc
export NUM_CORES = 4
export LEC_CHECK = 1
export CORE_AREA = 10 10 87 87
export DIE_AREA = 0 0 97 97
==> flow/constraint.sdc <==
current_design ALSU

set clk_period 4.7
set clk_io_pct 0.2

create_clock -name clk0 -period $clk_period

set non_clock_inputs [all_inputs -no_clocks]
set_input_delay [expr $clk_period * $clk_io_pct] -clock clk0 $non_clock_inputs
set_output_delay [expr $clk_period * $clk_io_pct] -clock clk0 [all_outputs]
==> flow_summary.yaml <==
# generated from flow reports
outcome:
  status: "finished clean"
setup_path:
  critical_path.max_fanout: 2
  critPathArrivalTime_ns: 3.64
  type_of_element_capturing_the_critical_path: "output pin"
  crit_type: "input pin to output pin"
  data_required_time_at_the_worst_endpoint_ns: 3.76
  cp-start-kind: "input pin"
power:
  p_clk_share_pct: 0
  p_switching_w: 0.0000733
  total_leakage_power_nw: 0.671
  p_int_w: 0.0000793
  power_density_nw_per_um2: 96.6
  comb_power_share_pct: 100.0
  power.ir.vdd_worst_mv: 0.0422
  seq_power_share_pct: 0
  swShare_pct: 48.0
synth:
  synth.cellmix.xorXnorShare_pct: 4.60
  yosys.stat.chipArea_um2: 1140
  synth.yosys.seq_area_share_pct: 0
  netlist_logic_family_top: "AND-OR/OR-AND gates"
  post_synth.cell_area_avg_um2: 7.01
  synth_stat.cells: 163
  synthMuxAreaShare_pct: 2.74
  synthDistinctLibCells: 50
  synth.cellmix.compoundShare_pct: 31.2
  postSynthCellCount: 163
  post_synth_fa_ha_maj_area_fraction_pct: 25.0
  synth_simple_gate_area_share_pct: 26.8
  synth_area_um2: 1140
  ys_warn_count: 1
route:
  wl_per_cell_um: 14.1
  drt-total-wl_mm: 3.79
  route.detailed.vias_per_inst: 5.00
  diodes_inserted: 0
  routed-via-count: 1339
  starting_drc_count_in_detailed_routing: 164
  postRouteAntennaNets: 0
  drt-pass1-iter-count: 4
  drcViolationCount: 0
floorplanning:
  die_width_um: 97
  top_level_ports: 21
  placementRows: 27
  initial_utilization_pct: 20.2
  core-area_um2: 5640
  design.die.area_um2: 9410
  die_y_um: 97
timing:
  worst_slew_margin_rel_pct: 68.8
  worst_slew_pin_slew_ns: 0.468
  rsz0062_at_grt: "no"
  finalClockPeriodUsage_pct: 97.4
  final-max-slew-violation-count: 0
  maxClockFrequency_mhz: 218
  finalWorstPathRequiredPeriod_ns: 4.58
  final-setup-viol-count: 0
  fin_tns_setup_ns: 0
  finalHoldViolations: 0
clocking:
  cts_setup_buffers: 0
run:
  warnings: 40
  maxCapViolations: 0
layout:
  layout.sequential_cells: 0
  final_layout_size_suffix_gt1_share_pct: 17.3
  sequential_cell_area_um2: 0
  mostFrequentLayoutCells: "21 x sky130_fd_sc_hd__clkdlybuf4s50_1, 21 x sky130_fd_sc_hd__buf_4, 16 x sky130_fd_sc_hd__inv_1"
  nClkBuffers: 0
  final_design_area_no_fill_um2: 1580
  area_growth_syn_to_layout_pct: 38.3
  filler_cell_count: 612
  combinational_gate_area_um2: 1060
placed_design:
  detailedPlacementHpwl_mm: 3.06
  placed_cell_area_um2: 1550
  io_buffer_count: 21
  routabilityCongestion: 0.947
global_routing:
  grt_antenna_before_repair: 0
  grt_pass1_wl_mm: 6.40
  largest_net_degree_at_the_start_of_global_routing: 21
  grt_pass1_vias: 1275
  overall_fraction_of_global_route_tracks_in_use_pct: 7.77
  overall_overflow_remaining_after_global_route: 0
worst_hold_path:
  timing.hold.worst.class: "input pin to output pin"
layout make-up:
class	instances	share of cell area, %
Inverter	16	3.80
Multi-Input combinational cell	138	67.2
Tap cell	72	5.70
Timing Repair Buffer	42	23.3
worst max-delay path, stage by stage:
cell,delay (ns)
sky130_fd_sc_hd__clkdlybuf4s50_1,0.48
sky130_fd_sc_hd__inv_1,0.06
sky130_fd_sc_hd__ha_2,0.20
sky130_fd_sc_hd__fa_1,0.50
sky130_fd_sc_hd__ha_2,0.19
sky130_fd_sc_hd__nand2_1,0.06
sky130_fd_sc_hd__or4_1,0.48
sky130_fd_sc_hd__a21oi_2,0.13
sky130_fd_sc_hd__o32a_2,0.14
sky130_fd_sc_hd__clkdlybuf4s50_1,0.46
per-stage QoR:
stage | hold WS, ns | worst slack (ns) | std cells | util [%] | power (W)
after floorplan | 2.05 | 1.07 | 163 | - | 0.0000824
after detailed placement | 3.03 | 0.0520 | 268 | 27.5 | 0.000148
after global placement | 3.02 | 0.0547 | 268 | 27.5 | 0.000150
after global routing | 3.06 | 0.0129 | 268 | 28.0 | 0.000170
after CTS | 3.03 | 0.0421 | 268 | 27.5 | 0.000149
final | 3.01 | 0.121 | 268 | 28.0 | 0.000153
timing repair:
| action | in CTS | in global routing |
|---|---|---|
| setup endpoints to repair | 0 | 5 |
| gates resized | 0 | 9 |
| hold buffers | 0 | 0 |
layer usage:
layer	global-route usage (%)	up-vias	routed length (um)
met2	13.0	51	1800
met3	0.860	4	303
met4	1.24	0	59
li1	-	670	-
met5	0	-	0
met1	10.6	614	1630
synthesized netlist by cell type, types with 2 or more instances:
| cell type | n | area (um2) |
|---|---|---|
| sky130_fd_sc_hd__o21ai_0 | 10 | 50.1 |
| sky130_fd_sc_hd__nand2b_1 | 2 | 12.5 |
| sky130_fd_sc_hd__a21oi_1 | 11 | 55.1 |
| sky130_fd_sc_hd__a32oi_1 | 2 | 17.5 |
| sky130_fd_sc_hd__a311oi_1 | 2 | 17.5 |
| sky130_fd_sc_hd__or3_1 | 4 | 25.0 |
| sky130_fd_sc_hd__and2_1 | 2 | 12.5 |
| sky130_fd_sc_hd__o211ai_1 | 2 | 15.0 |
| sky130_fd_sc_hd__fa_1 | 3 | 60.1 |
| sky130_fd_sc_hd__nand3_1 | 5 | 25.0 |
| sky130_fd_sc_hd__nor2b_1 | 5 | 31.3 |
| sky130_fd_sc_hd__nor3b_1 | 4 | 30.0 |
| sky130_fd_sc_hd__clkbuf_1 | 4 | 15.0 |
| sky130_fd_sc_hd__nand2_1 | 15 | 56.3 |
| sky130_fd_sc_hd__ha_1 | 18 | 225 |
| sky130_fd_sc_hd__xnor2_1 | 3 | 26.3 |
| sky130_fd_sc_hd__buf_4 | 2 | 15.0 |
| sky130_fd_sc_hd__o21a_1 | 3 | 22.5 |
| sky130_fd_sc_hd__xor2_1 | 3 | 26.3 |
| sky130_fd_sc_hd__inv_1 | 16 | 60.1 |
| sky130_fd_sc_hd__a22oi_1 | 2 | 15.0 |
| sky130_fd_sc_hd__o31ai_1 | 3 | 22.5 |
| sky130_fd_sc_hd__nor3_1 | 3 | 15.0 |
| sky130_fd_sc_hd__and3_1 | 3 | 18.8 |
| sky130_fd_sc_hd__mux2i_1 | 2 | 20.0 |
| sky130_fd_sc_hd__o2111ai_1 | 3 | 26.3 |
| sky130_fd_sc_hd__nor2_1 | 8 | 30.0 |
power groups by stage:
stage | logic [W] | clock network (W) | registers, W
CTS | 0.000149 | 0 | 0
global route | 0.000170 | 0 | 0
finish | 0.000153 | 0 | 0
kinds of logic (layout without fill, tap and decap cells):
group                      after synthesis  count (layout)
adders and majority gates               21              21
muxes                                    3               3
buffers and inverters                   25              58
and+or+nand+nor                         57              57
xor gates and xnor gates                 6               6
AOI/OAI and AO/OA                       51              51
path summary, 6_finish.rpt:
check                     start      to  depth (start not counted)
worst max-delay path  input1[0]  out[4]                         10
worst min-delay path  select[3]  out[0]                          5
No activity file was given, so power comes from the tool's default toggle rates.
