## flow/design.v

```verilog
module binary_counter(clk, reset, out);
	input clk, reset;
	output [3:0] out;
	reg [3:0] out;
	initial out = 0;
	always @(posedge(clk))
	begin
		if(reset)
			out <= 0;
		else
			out <= out + 1;
	end
endmodule
```

## flow/run.sh

```bash
#!/bin/bash
# OpenROAD 26Q1-2900-gdf79404cd8, Yosys 0.63+post, stock flow scripts
make -C /OpenROAD-flow-scripts/flow DESIGN_CONFIG=/design/flow/config.mk WORK_HOME=/design/flow/orfs finish
```

## flow/config.mk

```make
export PLATFORM = sky130hd
export DESIGN_NAME = binary_counter
export DESIGN_NICKNAME = binary_counter
export VERILOG_FILES = /design/flow/design.v
export SDC_FILE = /design/flow/constraint.sdc
export NUM_CORES = 4
export LEC_CHECK = 1
export CORE_AREA = 10 10 70 70
export DIE_AREA = 0 0 80 80
```

## flow/constraint.sdc

```tcl
current_design binary_counter

set clk_period 1.2
set clk_io_pct 0.2

create_clock -name clk0 -period $clk_period [get_ports {clk}]

set non_clock_inputs [all_inputs -no_clocks]
set_input_delay [expr $clk_period * $clk_io_pct] -clock clk0 $non_clock_inputs
set_output_delay [expr $clk_period * $clk_io_pct] -clock clk0 [all_outputs]
```

==> qor.json <==
{
  "vdd.ir_drop.worst_mv": 0.148,
  "cp_cell_sequence": "dlygate4sd2_1",
  "cts_h_tree_depth": 1,
  "regToRegSetupSlack_ns": 0.25,
  "grt_antenna_before_repair": 0,
  "tool_warnings": 25,
  "startpoint": "out[1]",
  "synth_cell_type_count": 7,
  "grt_util_met2_pct": 1.93,
  "run_status": "finished clean",
  "die-width_um": 80,
  "cp_num_buf_inv": 1,
  "yosysWarnings": 1,
  "dieArea_um2": 6400,
  "critPathCaptureType": "output pin",
  "max_cap_viol_count": 0,
  "final_layout_top_logic_cells": "dlygate4sd2_1, buf_4, nor2_1, clkbuf_4, dfxtp_2",
  "synthesis.area_per_instance_um2": 11.2,
  "grt-busiest-layer": "met3",
  "postSynthCellCount": 13,
  "timing_worst_slew_pin_value_ns": 0.141,
  "totalNegativeSetupSlack_ns": 0,
  "post-route-drc-count": 0,
  "worst-path-stages": 1,
  "required_ns": 0.96,
  "die_h_um": 80,
  "max-clock-path-buffers": 2,
  "final-instance-count-excl-fill": 72,
  "yosysTopAreaCell": "dfxtp_1",
  "largest_delay_share_family_worst_path": "flip-flops",
  "p_int_w": 0.000281,
  "clock_sinks": 4,
  "holdBufCountCts": 0,
  "top_register_by_number_of_flip_flops": "out",
  "clock_power_share_pct": 47.3,
  "finalMaxSlewViolations": 0,
  "max_reg_flops": 4,
  "vias_per_cell": 2.03,
  "synth.top_cells.by_area": "dfxtp_1, mux2_4, ha_1",
  "critical_path.max_fanout": 3,
  "insertion_delay_ns": 0.24,
  "yosys-stat-cells": 13,
  "clk_transition_reported_paths_ns": 0.03,
  "detail_route.iter0.violations": 6,
  "place_congestion": 0.674,
  "timing.critical_path.to": "out[1]",
  "pin_count_of_the_biggest_net_entering_global_routing": 4,
  "top_area_share_pct": 55.2,
  "groute.usage.overall_pct": 1.76,
  "fmax_mhz": 939,
  "cp_max_stage_cell": "dfxtp_1",
  "i_o_pin_total": 6,
  "power.static_leakage_nw": 0.133,
  "cells_after_dpl": 65,
  "cts_root_buf": "clkbuf_4",
  "rr_worst_depth": 3,
  "grt_util_met1_pct": 1.26,
  "post_synth_instance_area_um2": 145,
  "clock_skew_ns": 0.00568,
  "grt_first_pass_wirelength_um": 765,
  "ys_ff": 4,
  "cts-buffers-inserted": 3,
  "wire_length_per_cell_um": 6.35,
  "hpwl_um": 306,
  "route.vias.total": 146,
  "p_sw_share_pct": 21.4,
  "globalRouteMet3Util_pct": 3.52,
  "area_growth_syn_to_layout_pct": 111,
  "hold_viol": 0,
  "power_per_cell_area_nw_per_um2": 1170,
  "first_global_vias": 163,
  "p_switching_w": 0.0000766,
  "rr_startpoint": "out[2]",
  "core.rowCount": 21,
  "finalWirelength_um": 457,
  "largestRegisters": "out x4",
  "reg2reg_end": "out[3]",
  "power_frac_seq_pct": 41.5,
  "synth_chip_area_um2": 145,
  "setup_violations": 0,
  "fp_util_pct": 4.25,
  "min_period_ns": 1.07,
  "worst_setup_path_start_kind": "flip-flop",
  "power.combinational.fraction_pct": 11.2,
  "portBuffers": 5,
  "slowest_delay_ns": 0.35,
  "drive_above_1_share_pct": 44.0,
  "relSlewSlack_pct": 90.6,
  "final.period_utilization_pct": 88.8,
  "arrival_time_reported_for_the_critical_path_endpoint_ns": 0.83,
  "globalRouteOverflowTotal": 0,
  "ant_nets": 0,
  "holdCritPathClass": "flip-flop to flip-flop",
  "coreArea_um2": 3420,
  "sequential_cell_area_fraction_in_the_yosys_report_pct": 55.2,
  "grt_setup_unrepaired": "no",
  "setup.worst_path.class": "flip-flop to output pin",
  "detailedRoute.firstPassIterationCount": 2,
  "tritoncts": "yes"
}
## logic make-up (layout without fill, tap and decap cells)
family | Yosys count | after routing | share of synthesized area [%]
simple gates | 6 | 6 | 19.8
xor+xnor | 1 | 1 | 6.04
other cells | 0 | 1 | 0
buf+inv | 0 | 12 | 0
fa+ha+maj | 1 | 1 | 8.62
mux | 1 | 1 | 10.3
flops | 4 | 4 | 55.2
## synth_stat cells
cell     count
nand3_1      1
ha_1         1
dfxtp_1      4
mux2_4       1
xnor2_1      1
nor2b_1      2
nor2_1       3
## repair_timing
item | in CTS | in global routing
resized | 7 | 0
endpoints found under the setup margin | 4 | 0
setup buffers | 3 | 0
## how the worst min path moves through the flow
stage | depth (start not counted) | slack [ns] | end | start
CTS | 2 | 0.50 | out[0] | out[0]
global route | 2 | 0.52 | out[0] | out[0]
finish | 2 | 0.50 | out[0] | out[0]
## per-layer routing
layer | up-vias | wire [um]
met3 | 0 | 172
met4 | 0 | 0
met5 | - | 0
met2 | 10 | 138
li1 | 70 | -
met1 | 66 | 147
## power by group through the flow
stage                 Combinational [W]  Clock (W)  Sequential (W)
final                         0.0000402   0.000169        0.000148
after global routing          0.0000475   0.000184        0.000149
after CTS                     0.0000412   0.000176        0.000149
## through the flow
step | hold slack (ns) | utilization [%] | area, um^2 | setup WS, ns | power (W)
2_1_floorplan | 0.307 | - | 145 | 0.380 | 0.000160
3_3_place_gp | 0.442 | 7.62 | 260 | 0.0420 | 0.000187
3_5_place_dp | 0.458 | 7.62 | 260 | 0.0269 | 0.000189
4_1_cts | 0.504 | 8.90 | 304 | 0.103 | 0.000366
5_1_grt | 0.524 | 8.90 | 304 | 0.0785 | 0.000381
6_report | 0.500 | 8.97 | 307 | 0.135 | 0.000358
## layout make-up
cell class / instances / area, um^2
Sequential cell: 4 / 83.8
Antenna cell: 1 / 2.50
Clock buffer: 3 / 22.5
Fill cell: 404 / 3110
Timing Repair Buffer: 9 / 75.1
Tap cell: 46 / 57.6
Multi-Input combinational cell: 9 / 65.1
Power and IR drop assume default switching activity.
